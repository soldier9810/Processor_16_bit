==> /design/flow/design.v <==
`timescale 1ns / 1ps
module register_module(
    input    clk,
 input    reg_write_en,
 input  [2:0] reg_write_dest,
 input  [15:0] reg_write_data,
 input  [2:0] reg_read_addr_1,
 output  [15:0] reg_read_data_1,
 input  [2:0] reg_read_addr_2,
 output  [15:0] reg_read_data_2
    );
    reg [15:0] register [0:7];
  integer i;
 initial begin
  for(i=0;i<8;i=i+1)
   register[i] <= 16'd0;
 end
 always @ (posedge clk ) begin
   if(reg_write_en) begin
    register[reg_write_dest] <= reg_write_data;
   end
 end
 assign reg_read_data_1 = register[reg_read_addr_1];
 assign reg_read_data_2 = register[reg_read_addr_2];
endmodule
==> /design/flow/run.sh <==
#!/bin/bash
# OpenROAD 26Q1-2900-gdf79404cd8, Yosys 0.63+post, stock flow scripts
make -C /OpenROAD-flow-scripts/flow DESIGN_CONFIG=/design/flow/config.mk WORK_HOME=/design/flow/orfs finish
==> /design/flow/config.mk <==
export PLATFORM = sky130hd
export DESIGN_NAME = register_module
export DESIGN_NICKNAME = register_module
export VERILOG_FILES = /design/flow/design.v
export SDC_FILE = /design/flow/constraint.sdc
export NUM_CORES = 4
export LEC_CHECK = 1
export CORE_UTILIZATION = 50
==> /design/flow/constraint.sdc <==
current_design register_module

set clk_period 2.6
set clk_io_pct 0.2

create_clock -name clk0 -period $clk_period [get_ports {clk}]

set non_clock_inputs [all_inputs -no_clocks]
set_input_delay [expr $clk_period * $clk_io_pct] -clock clk0 $non_clock_inputs
set_output_delay [expr $clk_period * $clk_io_pct] -clock clk0 [all_outputs]
==> flow_summary_export.csv <==
group,metric,value,unit
synthesis,xor_share,0,%
synthesis,topCellsByArea,"edfxtp_1 64%, mux4_1 24%, mux2_2 6.0%, mux4_2 3.0%, buf_6 1.5%",
critical_path,critPathRequiredTime,2080,ps
critical_path,crit_chain,"buf_6 -> buf_12 -> mux4_1 -> mux2_2 -> clkdlybuf4s50_1",
power,p_per_area,695,mW/mm^2
placed_design,gp_congestion,0.751,
critical_path,slowest_stage,"mux4_1",
clock_network,post-cts-setup-buffers,0,
clock_network,tritoncts,"done",
timing,slew_headroom,76.2,%
synthesis,top_area_share,63.6,%
critical_path,end_kind,"primary output",
clock_network,cts.sinks,128,
global_routing,first_global_vias,3476,
clock_network,path_clk_slew,60,ps
routing,first_pass_iters,15,
routing,drc,0,
synthesis,synthArstFlopShare,0,%
synthesis,yosys.stat.seqShare,63.6,%
timing,finalCritPeriodShare,99.1,%
routing,num_vias,3121,
global_routing,antenna_found_initial,0,
synthesis,logic_family,"multiplexers",
min_path,hp-class,"input pin to flop",
timing,finalHoldViolCount,0,
routing,wirelength,13200,microns
synthesis,ys_sh_adder,0,%
critical_path,crit_fanout,7,
floorplanning,num_rows,39,
synthesis,synth_area_per_cell,23.7,sq um
critical_path,slowest_delay,560,ps
clock_network,root_buffer,"clkbuf_16",
power,total_power,5.34,mW
power,ir_worst_vdd,0.448,mV
layout,final_cell_area,0.00769,sq mm
synthesis,ys_sh_simple,0.973,%
synthesis,mux_share,33.3,%
timing,holdWs,825,ps
timing,finalSetupViolCount,0,
status,status,"complete, no violations",
synthesis,flop_cell,"edfxtp_1",
critical_path,path_buffers,3,
floorplanning,core,0.0116,sq mm
clock_network,ctsLongestPathBuffers,2,
placed_design,dp_hpwl,6960,microns
timing,fmax,388,MHz
timing,drv_slew,0,
routing,ant_nets,0,
global_routing,gr-total-overflow,0,
critical_path,path_class,"input pin to primary output",
run,warnings,28,
placed_design,placed_area,0.00691,sq mm
layout,largest_reg_flops,128,
min_path,hold_start,"reg_write_data[8]",
min_path,hold_depth,1,
clock_network,hold_buffers,0,
layout,drive_gt1_share,35.9,%
critical_path,crit_family,"multiplexers",
synthesis,syn_inst,255,
routing,wl_per_cell,26.7,microns
synthesis,yosys_area,0.00604,sq mm
clock_network,htreeDepth,4,
global_routing,gr-usage-all-layers,24.9,%
global_routing,grt_pass1_wl,19600,microns
routing,drt_iter0_markers,105,
critical_path,cp-startpoint,"reg_read_addr_1[0]",
placed_design,io_buffers,58,
floorplanning,die_x,112,microns
routing,drt-vias-per-instance,6.28,
power,leakagePower,2.62,nW
critical_path,critPathArrivalTime,2060,ps
timing,rsz0062_at_grt,"yes",
routing,num_antenna_cells,0,
layout,top_register,"register",
floorplanning,die_h,112,microns
synthesis,synth_warnings,1,
synthesis,ys_ff,128,
synthesis,synth_area,0.00604,sq mm
synthesis,most_common_cell,"edfxtp_1",
global_routing,grt_max_degree,17,
timing,final.min_clock_period,2580,ps
synthesis,edf_count,128,
clock_network,numCtsBuffers,17,
synthesis,top_area_cell,"edfxtp_1",
synthesis,yosys-top-cells-count,"128 x edfxtp_1, 56 x mux4_1, 32 x mux2_2",
synthesis,ys_cells,255,
layout,top_regs,"register: 128 flops",
timing,tightestPinTransition,357,ps
synthesis,compound_area_share,0,%
floorplanning,io_pins,59,
min_path,min_to,"register[2][8]$_DFFE_PP_",
floorplanning,die-area,0.0125,sq mm
floorplanning,fp_util,52.0,%
synthesis,synth_cell_types,12,
run,cap_violations,0,
layout,areaGrowthSynthToFinish,27.2,%
critical_path,crit_path_start_kind,"input pin",
[repair_timing]
item,4_1_cts,5_1_grt
cloned,5,2
setup endpoints to repair,32,23
resized,23,22
pin swaps,0,0
[power by group]
| part | total [mW] | internal, mW | switching, mW | leakage, nW |
|---|---|---|---|---|
| clock | 2.43 | 1.60 | 0.837 | 0.295 |
| combinational | 0.538 | 0.345 | 0.193 | 1.17 |
| sequential | 2.37 | 2.34 | 0.0259 | 1.16 |
[layout by cell type (no fill, tap or decap), types with 2 or more instances in the layout]
master,instances
nor2_1,6
edfxtp_1,128
mux4_2,30
nand2b_1,3
mux4_1,34
nand2_1,2
clkdlybuf4s15_2,2
clkdlybuf4s50_1,54
buf_16,6
clkbuf_16,19
bufinv_16,4
nor3_2,2
clkinv_2,5
buf_12,8
mux2_2,32
clkinvlp_4,4
buf_4,11
[worst max path at each step]
stage,end,depth (start not counted)
CTS,reg_read_data_2[4],5
global route,reg_read_data_1[8],5
finish,reg_read_data_1[2],5
[metal layers]
| layer | global-route usage, % | wire, microns |
|---|---|---|
| met2 | 38.4 | 6590 |
| met5 | 1.18 | 0 |
| met1 | 34.6 | 4790 |
| met4 | 3.47 | 254 |
| met3 | 14.7 | 1610 |
[layout make-up]
class / instances / area (sq um)
well taps: 143 / 179
multi-input cells: 109 / 2000
clock buffers: 17 / 425
fillers: 797 / 3930
clock inverters: 15 / 193
repair buffers: 85 / 1050
flip-flops and latches: 128 / 3840
[stage by stage]
stage,std cells,setup slack [ps],utilization [%],TNS (ps)
after global routing,497,-13.7,66.2,-71.6
after CTS,495,-4.48,66.2,-9.29
after floorplan,255,357,-,0
after global placement,458,-252,59.5,-6730
final,497,23.3,66.2,0
after detailed placement,458,-246,59.5,-6510
[cells by family after synthesis]
kind of cell,after synthesis
flip-flops,128
multiplexers,96
buffers and inverters,18
AND/OR/NAND/NOR,13
Power is estimated from default activity; no workload was simulated.
